**flow/run.sh**
```bash
#!/bin/bash
# OpenROAD 26Q1-2900-gdf79404cd8, Yosys 0.63+post, stock flow scripts
make -C /OpenROAD-flow-scripts/flow DESIGN_CONFIG=/design/flow/config.mk WORK_HOME=/design/flow/orfs finish
```
**flow/design.v**
```verilog
module SP_pipeline(
	clk,
	rst_n,
	in_valid,
	inst,
	mem_dout,
	out_valid,
	inst_addr,
	mem_wen,
	mem_addr,
	mem_din
);
input                    clk, rst_n, in_valid;
input             [31:0] inst;
input  signed     [31:0] mem_dout;
output reg               out_valid;
output reg        [31:0] inst_addr;
output reg               mem_wen;
output reg        [11:0] mem_addr;
output reg signed [31:0] mem_din;
reg	signed [31:0] r [0:31]; 
reg	signed [31:0] r_comb [0:31]; 
wire [31:0] IF_inst_comb;
reg [31:0] IF_inst_addr_comb;
reg [31:0] ID_inst_reg;
reg ID_in_valid, EX_in_valid, MEM_in_valid, WB_in_valid;
wire [5:0] ID_opcode_comb;
wire signed [31:0] ID_rs_comb, ID_rt_comb; 
wire [4:0] ID_rd_index_comb;
wire [15:0] ID_imm_comb;
reg [5:0] EX_opcode_reg;
reg signed [31:0] EX_rs_reg, EX_rt_reg; 
reg [4:0] EX_rd_index_reg;
reg [15:0] EX_imm_reg;
reg EX_ALU_Src_reg;
reg signed [31:0] EX_ALU_out_comb;
wire mem_wen_comb;
wire [11:0] mem_addr_comb;
wire signed [31:0] mem_din_comb;
wire EX_RegWrite;
wire EX_Mem_to_Reg;
reg signed [31:0] MEM_ALU_out_reg;
reg [4:0] MEM_rd_index_reg;
reg MEM_RegWrite;
reg MEM_Mem_to_Reg;
reg signed [31:0] WB_ALU_out_reg;
reg RegWrite;
reg Mem_to_Reg;
reg [4:0] WriteIDX;
assign IF_inst_comb = (in_valid) ? inst : ID_inst_reg;
always @(*) begin
	if(in_valid) begin
		if (inst[31:26] == 7) begin
			if(r[inst[25:21]] == r[inst[20:16]])
				IF_inst_addr_comb = inst_addr + 4 + {{16{inst[15]}},inst[15:0],2'b0};
			else
				IF_inst_addr_comb = inst_addr + 4;
		end else if(inst[31:26] == 8) begin
			if(r[inst[25:21]] != r[inst[20:16]])
				IF_inst_addr_comb = inst_addr + 4 + {{16{inst[15]}},inst[15:0],2'b0};
			else
				IF_inst_addr_comb = inst_addr + 4;
		end else
			IF_inst_addr_comb = inst_addr + 4;
	end else
		IF_inst_addr_comb = 0;
end
always @(posedge clk or negedge rst_n) begin
	if(!rst_n) begin
		ID_inst_reg <= 0;
		ID_in_valid <= 0;
		inst_addr <= 0;
	end else begin
		ID_inst_reg <= IF_inst_comb;
		ID_in_valid <= in_valid;
		inst_addr <= IF_inst_addr_comb;
	end
end
assign ID_opcode_comb = ID_inst_reg[31:26];
assign ID_rs_comb = r_comb[ID_inst_reg[25:21]];
assign ID_rt_comb = r_comb[ID_inst_reg[20:16]];
assign ID_rd_index_comb = (ID_inst_reg[31:26] == 6'd0) ? ID_inst_reg[15:11] : ID_inst_reg[20:16];
assign ID_imm_comb = ID_inst_reg[15:0];
always @(posedge clk or negedge rst_n) begin
	if(!rst_n) begin
		EX_opcode_reg <= 0;
		EX_rs_reg <= 0;
		EX_rt_reg <= 0;
		EX_rd_index_reg <= 0;
		EX_imm_reg <= 0;
		EX_in_valid <= 0;
	end else begin
		EX_opcode_reg <= ID_opcode_comb;
		EX_rs_reg <= ID_rs_comb;
		EX_rt_reg <= ID_rt_comb;
		EX_rd_index_reg <= ID_rd_index_comb;
		EX_imm_reg <= ID_imm_comb;
		EX_in_valid <= ID_in_valid;
	end
end
always @(*) begin
	if(EX_opcode_reg == 0) begin  
		case (EX_imm_reg[5:0])
			6'd0: EX_ALU_out_comb = EX_rs_reg & EX_rt_reg;
			6'd1: EX_ALU_out_comb = EX_rs_reg | EX_rt_reg;
			6'd2: EX_ALU_out_comb = EX_rs_reg + EX_rt_reg;
			6'd3: EX_ALU_out_comb = EX_rs_reg - EX_rt_reg;
			6'd4: EX_ALU_out_comb = (EX_rs_reg < EX_rt_reg) ;
			6'd5: EX_ALU_out_comb = EX_rs_reg << EX_imm_reg[10:6];
			6'd6: EX_ALU_out_comb = ~(EX_rs_reg | EX_rt_reg);
			default: EX_ALU_out_comb = 0;
		endcase
	end else begin  
		case (EX_opcode_reg)
			6'd1: EX_ALU_out_comb = EX_rs_reg & {16'b0,EX_imm_reg};
			6'd2: EX_ALU_out_comb = EX_rs_reg | {16'b0,EX_imm_reg};
			6'd3: EX_ALU_out_comb = EX_rs_reg + {{16{EX_imm_reg[15]}},EX_imm_reg};
			6'd4: EX_ALU_out_comb = EX_rs_reg - {{16{EX_imm_reg[15]}},EX_imm_reg};
			6'd5: EX_ALU_out_comb = EX_rs_reg + {{16{EX_imm_reg[15]}},EX_imm_reg};
			6'd6: EX_ALU_out_comb = EX_rs_reg + {{16{EX_imm_reg[15]}},EX_imm_reg};
			6'd9: EX_ALU_out_comb = {EX_imm_reg,16'd0};
			default: EX_ALU_out_comb = 0;
		endcase
	end
end
assign mem_addr_comb = (EX_in_valid) ? EX_ALU_out_comb[11:0] : mem_addr;
assign mem_din_comb =  (EX_in_valid) ? EX_rt_reg : mem_din;
assign mem_wen_comb =  (EX_in_valid) ? (!(EX_opcode_reg == 6)) : mem_wen;
assign EX_RegWrite = ((EX_opcode_reg!=6) && (EX_opcode_reg!=7) && (EX_opcode_reg!=8));
assign EX_Mem_to_Reg = (EX_opcode_reg == 5);
always @(posedge clk or negedge rst_n) begin
	if(!rst_n) begin
		MEM_ALU_out_reg <= 0;
		mem_addr <= 0;
		mem_wen <= 1;
		mem_din <= 0;
		MEM_rd_index_reg <= 0;
		MEM_RegWrite <= 0;
		MEM_Mem_to_Reg <= 0;
		MEM_in_valid <= 0;
	end else begin
		MEM_ALU_out_reg <= EX_ALU_out_comb;
		mem_addr <= mem_addr_comb;
		mem_din <= mem_din_comb;
		mem_wen <= mem_wen_comb;
		MEM_rd_index_reg <= EX_rd_index_reg;
		MEM_RegWrite <= EX_RegWrite;
		MEM_Mem_to_Reg <= EX_Mem_to_Reg;
		MEM_in_valid <= EX_in_valid;
	end
end
always @(posedge clk or negedge rst_n) begin
	if(!rst_n) begin
		Mem_to_Reg <= 0;
		WB_ALU_out_reg <= 0;
		RegWrite <= 0;
		WriteIDX <= 0;
		WB_in_valid <= 0;
	end else begin
		Mem_to_Reg <= MEM_Mem_to_Reg;
		WB_ALU_out_reg <= MEM_ALU_out_reg;
		RegWrite <= MEM_RegWrite;
		WriteIDX <= MEM_rd_index_reg;
		WB_in_valid <= MEM_in_valid;
	end
end
integer i;
always @(*) begin
	for(i=0;i<32;i=i+1) begin
		r_comb[i] = r[i];
	end
	if(RegWrite)
		r_comb[WriteIDX] = (Mem_to_Reg) ? mem_dout : WB_ALU_out_reg;
end
always @(posedge clk or negedge rst_n) begin
	if(!rst_n) begin
		for(i=0;i<32;i=i+1) begin
			r[i] <= 0;
		end
		out_valid <= 0;
	end else begin
		for(i=0;i<32;i=i+1) begin
			r[i] <= r_comb[i];
		end
		out_valid <= WB_in_valid;
	end
end
endmodule
```
**flow/constraint.sdc**
```tcl
current_design SP_pipeline

set clk_period 8.7
set clk_io_pct 0.2

create_clock -name clk0 -period $clk_period [get_ports {clk}]

set non_clock_inputs [all_inputs -no_clocks]
set_input_delay [expr $clk_period * $clk_io_pct] -clock clk0 $non_clock_inputs
set_output_delay [expr $clk_period * $clk_io_pct] -clock clk0 [all_outputs]
```
**flow/config.mk**
```make
export PLATFORM = sky130hd
export DESIGN_NAME = SP_pipeline
export DESIGN_NICKNAME = SP_pipeline
export VERILOG_FILES = /design/flow/design.v
export SDC_FILE = /design/flow/constraint.sdc
export NUM_CORES = 4
export LEC_CHECK = 1
export CORE_UTILIZATION = 50
```
==> flow_summary.rst <==
Implementation results
======================

.. list-table::
   :header-rows: 1

   * - Metric
     - Value
   * - Most frequent cells after synthesis
     - dfrtp_1 (1304), inv_1 (1156), nor2_1 (1092)
   * - H-tree level count
     - 4
   * - FP Rows
     - 150
   * - Global-route total usage across every layer
     - 82.82%
   * - Async SR Flop Fraction
     - 100.0%
   * - Number of hold buffers added after cts
     - 0
   * - Last stage
     - global routing (5_1_grt)
   * - Result of the run
     - aborted with a tool error
   * - First logged error message
     - [ERROR GRT-0116] Global routing finished with congestion. Check the congestion regions in the DRC Viewer.
   * - Worst setup slack after placement
     - 749.4 ps
   * - Largest net degree at the start of global routing
     - 115
   * - Post-CTS resize count
     - 0
   * - Area of the mapped netlist
     - 0.08502 mm^2
   * - First-pass GRT wire length
     - 941.5 mm
   * - Post-CTS Repair Setup Buffers
     - 0
   * - Number of clock buffers inserted by TritonCTS
     - 142
   * - Gp weighted congestion
     - 1.323
   * - Total of flip-flops plus latches after synthesis
     - 1305
   * - Die extent in x
     - 414.4 um
   * - I/O pin count
     - 145
   * - Yosys stat chip area
     - 0.08502 mm^2
   * - Biggest area consumer among synthesized cells
     - dfrtp_1
   * - Total of warnings raised by yosys
     - 3
   * - Gate Count Post-Synth
     - 10.85k
   * - Commonest flop
     - dfrtp_1
   * - Starting Density
     - 50.61%
   * - Number of port buffers
     - 142
   * - Clock sinks
     - 1305
   * - Post-synth seq share
     - 38.41%
   * - CTS max path bufs
     - 3
   * - Largest type area fraction
     - 38.38%
   * - Top cells, area
     - dfrtp_1 (38%), o22ai_1 (7.2%), a22oi_1 (5.2%), o21ai_0 (5.1%), inv_1 (5.1%)
   * - Sum of overflow across all layers after global routing
     - 179
   * - Number of enable flip-flop cells
     - 0
   * - Y dimension of the die
     - 414.4 um
   * - Per-instance average area after synthesis
     - 7.837 um^2
   * - Vias in the first global route
     - 108.6k
   * - Most used standard cell by instance count after synthesis
     - dfrtp_1
   * - Cell variety after synth
     - 89
   * - Clk Tree Root Cell
     - clkbuf_16
   * - # Cells Yosys
     - 10.85k
   * - DP Wirelength
     - 459.1 mm
-- layer usage --
metal | global-route usage (%) | overflow
met1 | 86.47 | 27
met2 | 91.07 | 47
met3 | 78.09 | 37
met4 | 69.71 | 65
met5 | 58.79 | 3
-- cell families after synthesis --
logic type	after synthesis	synth area share [%]
AOI/OAI and AO/OA	3724	27.75
buffers and inverters	2030	9.126
other	1	0.004411
adders and majority gates	205	3.052
xor gates and xnor gates	100	1.030
muxes	193	2.665
and+or+nand+nor	3290	17.96
DFF	1305	38.41
-- metrics by stage --
step / cells / instance area, um^2 / total power (uW)
after floorplan: 10850 / 85020 / 15550
after detailed placement: 12860 / 91280 / 21680
after global placement: 12860 / 91280 / 21640
after CTS: 13120 / 96180 / 28180
No activity file was given, so power comes from the tool's default toggle rates.
